[design.v]
module joltage #(parameter int LENGTH = 100) (
    input logic clk, rst, start, data_valid,
    input logic [3:0] line [0:LENGTH-1],
    output logic [15:0] joltage1_out,
    output logic [63:0] joltage2_out,
    output logic done
    );
    parameter IDLE   = 4'b000_0,
              DATA   = 4'b001_0,
              CALC_1 = 4'b010_0,
              CALC_2 = 4'b011_0,
              SUM    = 4'b100_0,
              DONE   = 4'b101_1;
    logic [3:0] state;
    assign done = state[0];
    logic [3:0] buffer [0:LENGTH-1-2];
    logic [3:0] shift_last;
    assign shift_last = buffer[LENGTH-1-2];
    logic [$clog2(LENGTH)-1:0] counter;
    logic [3:0] p1_curr_jolt [0:1];
    logic p1_jolt_en [0:1];
    always_comb begin : p1_comb 
        p1_jolt_en[0] = shift_last >= p1_curr_jolt[0];
        p1_jolt_en[1] = (p1_curr_jolt[0] >= p1_curr_jolt[1]) && p1_jolt_en[0];
    end
    always_ff @(posedge clk) begin : p1_seq
        if (state == DATA) begin
            p1_curr_jolt[0] <= line[LENGTH-2];
            p1_curr_jolt[1] <= line[LENGTH-1];
        end
        else if (state == CALC_1 || state == CALC_2) begin
            p1_curr_jolt[0] <= p1_jolt_en[0] ? shift_last : p1_curr_jolt[0];
            p1_curr_jolt[1] <= p1_jolt_en[1] ? p1_curr_jolt[0] : p1_curr_jolt[1];
        end
        if (state == IDLE)
            joltage1_out <= 16'd0;
        else if (state == SUM)
            joltage1_out <= joltage1_out + p1_curr_jolt[0] * 4'd10 + p1_curr_jolt[1];
    end
    logic [3:0] p2_curr_jolt [0:11];
    logic p2_jolt_en [0:11];
    always_comb begin : p2_comb
        p2_jolt_en[0] = (shift_last >= p2_curr_jolt[0]);
        for (int z = 1; z < 12; z++) begin
            p2_jolt_en[z] = (p2_curr_jolt[z-1] >= p2_curr_jolt[z]) && p2_jolt_en[z-1];
        end
    end
    genvar i;
    generate
        for (i = 0; i < 12; i++) begin
            always_ff @(posedge clk) begin : p2_seq
                if (state == DATA) begin
                    p2_curr_jolt[i] <= line[LENGTH-12+i];
                end
                else if (state == CALC_2) begin
                    if (i == 0)
                        p2_curr_jolt[i] <= p2_jolt_en[i] ? shift_last : p2_curr_jolt[i];
                    else
                        p2_curr_jolt[i] <= p2_jolt_en[i] ? p2_curr_jolt[i-1] : p2_curr_jolt[i];
                end
            end
        end
    endgenerate
    logic [39:0] stage1, stage2, stage3, stage4, stage5, stage6;
    logic [39:0] stage7, stage8, stage9, stage10, stage11, stage12;
    always_comb begin : mult_add  
        stage1  = p2_curr_jolt[0];
        stage2  = (stage1  * 10) + p2_curr_jolt[1];
        stage3  = (stage2  * 10) + p2_curr_jolt[2];
        stage4  = (stage3  * 10) + p2_curr_jolt[3];
        stage5  = (stage4  * 10) + p2_curr_jolt[4];
        stage6  = (stage5  * 10) + p2_curr_jolt[5];
        stage7  = (stage6  * 10) + p2_curr_jolt[6];
        stage8  = (stage7  * 10) + p2_curr_jolt[7];
        stage9  = (stage8  * 10) + p2_curr_jolt[8];
        stage10 = (stage9  * 10) + p2_curr_jolt[9];
        stage11 = (stage10 * 10) + p2_curr_jolt[10];
        stage12 = (stage11 * 10) + p2_curr_jolt[11];
    end
    always_ff @(posedge clk) begin : p2_joltage_sum
        if (state == IDLE)
            joltage2_out <= 64'd0;
        else if (state == SUM) begin
            joltage2_out <= joltage2_out + stage12;
        end
    end
    always_ff @(posedge clk) begin : counter_logic
        if (state == DATA)
            counter <= '0;
        else if (state == CALC_1 || state == CALC_2)
            counter <= counter + 1'b1;
    end
    genvar j;
    generate
        for (j = 0; j < LENGTH-2; j++) begin
            always_ff @(posedge clk) begin : shift_reg
                if ((state == DATA) && data_valid) begin
                    buffer[j] <= line[j];
                end
                if (state == CALC_1 || state == CALC_2) begin
                    buffer[j] <= buffer[j-1];
                    if (j == 0)
                        buffer[j] <= 4'd0;
                end
            end
        end
    endgenerate
    always_ff @(posedge clk) begin : state_transitions
        if (rst) begin
            state <= IDLE;
        end
        else begin
            case (state)
                IDLE: state <= start ? DATA : IDLE;
                DATA: state <= data_valid ? CALC_1 : DATA;
                CALC_1: state <= counter == 4'd9 ? CALC_2 : CALC_1;
                CALC_2: state <= counter == LENGTH - 2'd3 ? SUM : CALC_2;
                SUM: state <= DONE;
                DONE: state <= start ? DATA : DONE;
                default : ;
            endcase
        end
    end
endmodule
[run.sh]
#!/bin/bash
# OpenROAD 26Q1-2900-gdf79404cd8, Yosys 0.63+post, stock flow scripts
make -C /OpenROAD-flow-scripts/flow DESIGN_CONFIG=/design/flow/config.mk WORK_HOME=/design/flow/orfs finish
[config.mk]
export PLATFORM = sky130hd
export DESIGN_NAME = joltage
export DESIGN_NICKNAME = joltage
export VERILOG_FILES = /design/flow/design.v
export SDC_FILE = /design/flow/constraint.sdc
export NUM_CORES = 4
export LEC_CHECK = 1
export CORE_UTILIZATION = 40
export SYNTH_HDL_FRONTEND = slang
[constraint.sdc]
current_design joltage

set clk_period 36.5
set clk_io_pct 0.2

create_clock -name clk0 -period $clk_period [get_ports {clk}]

set non_clock_inputs [all_inputs -no_clocks]
set_input_delay [expr $clk_period * $clk_io_pct] -clock clk0 $non_clock_inputs
set_output_delay [expr $clk_period * $clk_io_pct] -clock clk0 [all_outputs]
==> results.json <==
{
  "die_area_sq_um": 122000,
  "r2r_start": "p2_curr_jolt[0][1]$_DFFE_PP_",
  "critical_path_class": "reg2reg",
  "syn_avg_cell_area_sq_um": 8.50,
  "post_cts_resized": 0,
  "path_max_fanout": 21,
  "synth_seq_share": 0.318,
  "cts_tree": "built",
  "critPathBufInv": 5,
  "dp_hpwl_um": 93400,
  "n_fill_cell": 11342,
  "ys_area_sq_um": 48000,
  "dr.pass1.iters": 7,
  "muxShareOfSynthArea": 0.00385,
  "finalHoldViolations": 0,
  "crit_top_cell": "ha_1",
  "ys_top_logic_family": "simple AND/OR/NAND/NOR gates",
  "avgViaCountPerCell": 5.09,
  "instances_no_fill": 7726,
  "drt_iter0_drc": 1976,
  "wl_met2_um": 54600,
  "met3WireLength_um": 7650,
  "fin_worst_skew_ns": 0.0731,
  "drive_gt1_frac": 0.0319,
  "grt_pass1_vias": 37730,
  "clk_latency_ns": 0.68,
  "report.final.slew_viol_count": 0,
  "antenna_found_initial": 38,
  "cp_top_family": "adder cells",
  "ys_types": 105,
  "die_h_um": 349,
  "worst_pin_slew_ns": 0.808,
  "reg2reg_slack_ns": 12.22,
  "vias": 39330,
  "synth_top_area_share": 0.280,
  "hold_path_class": "reg2reg",
  "cap_viol_max_count": 0,
  "grt_max_degree": 148,
  "clock-root-buffer": "clkbuf_16",
  "ys_cells": 5654,
  "yosysTopAreaCell": "edfxtp_1",
  "yosys_register_bits": 539,
  "worst_path_max_delay_cell": "xnor2_1",
  "required_ns": 37.11,
  "max_stage_delay_ns": 0.49,
  "dieWidth_um": 349,
  "period_minus_slack_ns": 24.28,
  "rr_worst_depth": 103,
  "final_util": 0.478,
  "rows": 126,
  "top_layer": "met5",
  "io_buffers": 484,
  "drc": 0,
  "syn_to_final_growth_pct": 17.9,
  "endpoint_kind": "flip-flop",
  "wire_per_inst_um": 15.2,
  "initial_core_util": 0.405,
  "ys_sh_aoi": 0.141,
  "yosys_warnings": 0,
  "path_clk_slew_ns": 0.06,
  "warning_count": 29,
  "adder_share": 0.182,
  "post_cts_buffers": 0,
  "simple_gate_area_frac": 0.226,
  "xor_share": 0.0969,
  "status": "complete, no violations",
  "edf_count": 448,
  "grt_pass1_wl_um": 193000,
  "clock-sinks": 539,
  "h-tree-depth": 2,
  "met1_length_um": 53100,
  "worstPathArrival_ns": 24.88,
  "ant_nets": 0,
  "overflow": 0,
  "final-seq-area_sq_um": 15300,
  "fin_crit_sh": 0.665,
  "flop_cell": "edfxtp_1",
  "maxSlewHeadroom": 0.455,
  "postSynthCellCount": 5654,
  "endpoint": "joltage2_out[54]$_SDFFE_PP0P_",
  "crit_start": "p2_curr_jolt[0][1]$_DFFE_PP_",
  "syn_area_sq_um": 48000,
  "gp_congestion": 0.883,
  "logic_area_sq_um": 31300,
  "cts_inserted_buffers": 61,
  "worst_slack_ns": 12.22,
  "holdBufCountCts": 0,
  "fin_tns_setup_ns": 0,
  "place_ws_ns": 12.18,
  "track_usage": 0.201,
  "fmax_mhz": 41.2,
  "fp.coreArea_sq_um": 119000,
  "synthArstFlopShare": 0,
  "path_depth": 103,
  "pin_count": 485,
  "start_kind": "flip-flop",
  "cts_max_path_buffers": 3,
  "dp_cells": 7602,
  "setup_viol": 0,
  "top_cells_by_area": "edfxtp_1, ha_1, nand2_1, xnor2_1, dfxtp_1",
  "rsz0062_at_grt": "false",
  "drt-total-wl_um": 118000,
  "r2r_end": "joltage2_out[54]$_SDFFE_PP0P_"
}
layer usage:
metal | track usage | up-vias
li1 | - | 20721
met2 | 0.322 | 624
met1 | 0.286 | 17783
met3 | 0.0534 | 150
met5 | 0 | -
met4 | 0.0309 | 52
logic make-up (layout without fill, tap and decap cells):
family                     count (synthesis)  count (layout)
AOI/OAI and AO/OA                       1028            1028
xor gates and xnor gates                 530             530
other                                      1              14
muxes                                     18              18
and+or+nand+nor                         2449            2449
buffers and inverters                    406             865
adders and majority gates                683             683
DFF                                      539             539
metrics by stage:
| step | hold WS (ns) | area (sq um) |
|---|---|---|
| 5_1_grt | 0.476 | 56600 |
| 6_report | 0.447 | 56600 |
| 4_1_cts | 0.430 | 56600 |
| 3_5_place_dp | 0.472 | 54500 |
| 2_1_floorplan | 0.432 | 48100 |
| 3_3_place_gp | 0.463 | 54500 |
state kept, by name, summed over array words and instances (netlist names):
signal and cells:
buffer 392, counter 7, joltage1_out 16, joltage2_out 64, p1_curr_jolt 8, p2_curr_jolt 48
state 4
how the worst min path moves through the flow:
stage | start | endpoint | slack (ns) | cells after the start
after CTS | buffer[0][36]$_DFFE_PP_ | buffer[0][40]$_DFFE_PP_ | 0.43 | 2
after global routing | buffer[0][38]$_DFFE_PP_ | buffer[0][42]$_DFFE_PP_ | 0.48 | 2
final | buffer[0][36]$_DFFE_PP_ | buffer[0][40]$_DFFE_PP_ | 0.45 | 2
worst register-to-register path: cells and delay by family, from the launching register on:
kind,cells,cell delay (ns)
buffers and inverters,5,0.58
xor gates and xnor gates,21,5.20
and+or+nand+nor,35,6.79
DFF,1,0.44
AOI/OAI and AO/OA,18,3.55
adders and majority gates,24,7.66
Yosys cell counts (all sizes together) (57+ instances only):
cell	n
nand2	1532
ha	655
edfxtp	448
xnor2	339
a21oi	283
nor2	255
inv	240
o21ai	228
xor2	190
clkbuf	157
a21o	144
nand3	128
nor3	101
dfxtp	91
nand2b	57
cell usage in the layout, fill, tap and decap left out, types with 144 or more instances in the layout:
cell type        count
nand2_1           1529
ha_1               655
clkdlybuf4s50_1    484
edfxtp_1           448
xnor2_1            339
a21oi_1            279
nor2_1             254
inv_1              240
o21ai_0            221
xor2_1             190
a21o_1             144
final cells by class:
cell class | count | share of cell area
Antenna cell | 9 | 0.000398
Clock buffer | 77 | 0.0289
Clock inverter | 38 | 0.00804
Inverter | 240 | 0.0159
Multi-Input combinational cell | 4713 | 0.553
Sequential cell | 539 | 0.270
Tap cell | 1600 | 0.0353
Timing Repair Buffer | 510 | 0.0892
